==> design/flow/design.v <==
`timescale 1ns/1ps
module Functional_Unit(instruction, A, B, C, select, F);
    input wire [7:0] instruction;
    input wire [7:0] A;
    input wire [7:0] B;
    input wire [7:0] C;
    input wire [2:0] select;
    output [7:0] F;
    reg [7:0] X, Y;
    reg [7:0] F;
    wire [2:0] encoder_instruction;
    encoder e1(instruction,encoder_instruction);
    always @(*) begin
        case (select)
            3'b011: begin
                X = B;
                Y = C;
            end
            3'b101: begin
                X = A;
                Y = C;
            end
            3'b110: begin
                X = A;
                Y = B;
            end
            default: begin
                X = C;
                Y = A;
            end
        endcase
    end
    always @(*) begin
        case (encoder_instruction)
            3'b000: F = X + Y;
            3'b001: F = X + ~Y;
            3'b010: F = X & Y;
            3'b011: F = X | Y;
            3'b100: F = (X > Y) ? X : Y;
            3'b101: F = (X < Y) ? X : Y;
            3'b110: F = ({X[0], X[7:1]} + Y);  
            3'b111: F = ({X[6:0], X[7]} + Y);  
            default: F = 8'b0;
        endcase
    end
endmodule
module encoder (instruction,encoder_instruction);
    input wire[7:0] instruction;
    output [3:0] encoder_instruction;
    reg [3:0] encoder_instruction;
    always @(*) begin
        casez (instruction)
            8'b00000001: encoder_instruction = 3'b000;
            8'b0000001Z: encoder_instruction = 3'b001;
            8'b000001ZZ: encoder_instruction = 3'b010;
            8'b00001ZZZ: encoder_instruction = 3'b011;
            8'b0001ZZZZ: encoder_instruction = 3'b100;
            8'b001ZZZZZ: encoder_instruction = 3'b101;
            8'b01ZZZZZZ: encoder_instruction = 3'b110;
            8'b1ZZZZZZZ: encoder_instruction = 3'b111;
            default: encoder_instruction = 3'b000;
        endcase
    end
endmodule
`timescale 1ns/1ps
module find_MAX(
    input wire clk,
    input wire rst_n,
    input wire start,
    input wire valid,
    input wire [7:0] data_A,
    input wire [7:0] data_B,
    input wire [7:0] data_C,
    input wire [7:0] instruction,
    input wire [2:0] count,
    input wire [2:0] select,
    output reg [7:0] second_maximum
);
    wire [7:0] result;
    Functional_Unit fu(
        .instruction(instruction), 
        .A(data_A),
        .B(data_B),
        .C(data_C),
        .select(select),
        .F(result)
    );
    reg [0:0] current_state;
    reg [7:0] max1, max2;
    reg [2:0] now_count;
    initial begin
        max1 = 8'b00000000;
        max2 = 8'b00000000;
        second_maximum = 8'b00000000;
        now_count = 3'b000;
        current_state = 1'b0;
    end
    always @(posedge clk) begin
        case (current_state)
            1'b0: begin
                if (start) begin
                    current_state = 1'b1;
                    max1 = 8'b00000000;
                    max2 = 8'b00000000;
                    second_maximum = 8'b00000000;
                end
            end
            1'b1: begin
                if (valid) begin
                    now_count = now_count - 1;
                    if (result > max1) begin
                        max2 = max1;
                        max1 = result;
                    end else if (result > max2) begin
                        max2 = result;
                    end
                    if (!now_count) begin
                        second_maximum = max2;
                        current_state = 1'b0;
                    end
                end
            end
            default: ;
        endcase
    end
    always @(count) begin
        if(count) begin
            now_count = count;
        end
    end
endmodule
==> design/flow/run.sh <==
#!/bin/bash
# OpenROAD 26Q1-2900-gdf79404cd8, Yosys 0.63+post, stock flow scripts
make -C /OpenROAD-flow-scripts/flow DESIGN_CONFIG=/design/flow/config.mk WORK_HOME=/design/flow/orfs finish
==> design/flow/config.mk <==
export PLATFORM = sky130hd
export DESIGN_NAME = find_MAX
export DESIGN_NICKNAME = find_MAX
export VERILOG_FILES = /design/flow/design.v
export SDC_FILE = /design/flow/constraint.sdc
export NUM_CORES = 4
export LEC_CHECK = 1
export CORE_UTILIZATION = 30
==> design/flow/constraint.sdc <==
current_design find_MAX

set clk_period 10.3
set clk_io_pct 0.2

create_clock -name clk0 -period $clk_period [get_ports {clk}]

set non_clock_inputs [all_inputs -no_clocks]
set_input_delay [expr $clk_period * $clk_io_pct] -clock clk0 $non_clock_inputs
set_output_delay [expr $clk_period * $clk_io_pct] -clock clk0 [all_outputs]
==> results.py <==
# Generated from Yosys and OpenROAD reports
metrics = {
    "run_status": {
        "status": "aborted with a tool error",
        "lastStage": "synthesis",
        "error_line": "ERROR: Found 3 problems in 'check -assert'.",
    },
    "synthesis": {
        "area_leaders": "edfxtp_1, ha_1, inv_1",
        "yosysCellCount": 489,
        "yosys_area_sq_mm": 0.00418,
        "ys_types": 76,
        "synth-edff-count": 27,
        "ys.flops": 31,
        "top_area_share_pct": 19.4,
        "ys.flop_type": "edfxtp_1",
        "ys_warn_count": 4,
        "postSynth.asyncResetShare_pct": 0,
        "yosys.area.top_type": "edfxtp_1",
    },
}
==> logic make-up after synthesis <==
kind of cell	synth area share, %
flip-flops	19.9
AND-OR/OR-AND	28.9
AND/OR/NAND/NOR	16.1
latches	1.08
buffers and inverters	9.34
XOR/XNOR	2.52
multiplexers	5.96
adder cells (fa/ha/maj)	16.2
==> Yosys cell counts (8+ instances only) <==
cell type	count
clkbuf_1	8
nor3_1	13
nor2_1	30
mux2_2	9
a31oi_1	8
edfxtp_1	27
o21a_1	9
ha_1	50
buf_6	8
nand3_1	14
a22oi_1	12
a211oi_1	10
o21ai_0	22
a211o_1	10
inv_1	52
mux2i_1	11
nand2_1	32
nor2b_1	11
a21oi_1	31
